`./design.v`:
```
module Problem3
	(input logic [7:0] in,
	input logic [2:0] op,
	input logic clk,
	output logic [7:0] out);
	logic [7:0] temp = 8'd0;
	always_ff @(posedge clk) begin
		temp <= in;
		case (op)
			3'b000: begin	 
				temp <= 8'd0;
				out <= temp;
				end
			3'b001: begin		 
				temp <= in >>> 1;	
				out <= temp;
				end
			3'b010:	begin		 
				temp <= in <<< 1;
				out <= temp;
				end
			3'b011: begin		 
				temp <=	in >> 1;	
				temp[0] <= in[7];
				out <= temp;
				end
			3'b100: begin		 
				temp <= in << 1;	
				temp[7] <= in[0];
				out <= temp;
				end				
			3'b101: begin 		 
				temp <= in;
				out <= temp;
				end	
			default begin		 
				if (in == 8'b11111111) begin
					temp <= 8'd0;
					out <= temp;
					end
				else begin
					temp <= in + 1;
					out <= temp;
					end
				end
		endcase
	end
endmodule 
```
`./run.sh`:
```
#!/bin/bash
# OpenROAD 26Q1-2900-gdf79404cd8, Yosys 0.63+post, stock flow scripts
make -C /OpenROAD-flow-scripts/flow DESIGN_CONFIG=/design/flow/config.mk WORK_HOME=/design/flow/orfs finish
```
`./config.mk`:
```
export PLATFORM = sky130hd
export DESIGN_NAME = Problem3
export DESIGN_NICKNAME = Problem3
export VERILOG_FILES = /design/flow/design.v
export SDC_FILE = /design/flow/constraint.sdc
export NUM_CORES = 4
export LEC_CHECK = 1
export CORE_AREA = 10 10 87 87
export DIE_AREA = 0 0 97 97
```
`./constraint.sdc`:
```
current_design Problem3

set clk_period 1.7
set clk_io_pct 0.2

create_clock -name clk0 -period $clk_period [get_ports {clk}]

set non_clock_inputs [all_inputs -no_clocks]
set_input_delay [expr $clk_period * $clk_io_pct] -clock clk0 $non_clock_inputs
set_output_delay [expr $clk_period * $clk_io_pct] -clock clk0 [all_outputs]
```
==> reports/metrics.yaml <==
cts_buffers: 3
relSlewSlack: 0.811
yosys.area.top_type: "dfxtp_1"
hold_viol_final: 0
worstRegToRegCells: 0
synthArstFlopShare: 0
fp_util: 0.134
flop_cell: "dfxtp_1"
io_pins: 20
synth_cells: 83
drt_wl_total_mm: 1.98
synth.avg_cell_area_um2: 9.09
ys_cells: 83
area_growth_pct: 56.7
drc_errors: 0
place_area_um2: 1120
dieArea_um2: 9410
rsz0062_at_grt: "no"
vias: 732
status: "finished clean"
required_ns: 1.83
cp_top_family: "buffers and inverters"
cp-start-kind: "primary input"
dp_hpwl_mm: 1.67
max_freq_mhz: 654
track_usage: 0.0402
synth_area_um2: 754
reg2reg_slack_ns: 1.30
worst_slew_pin_slew_ns: 0.283
ant_nets: 0
antenna_cells: 0
die_h_um: 97
comb_area_um2: 395
fin_crit_sh: 0.899
ir_drop_uv: 231
cts_setup_buffers: 0
tns_ns: 0
place.gp.congestion: 0.876
yosysWarnings: 1
clockBufferDepth: 2
cp-startpoint: "in[1]"
hp-start: "temp[1]$_DFF_P_"
synth_cell_types: 31
r2r_start: "temp[6]$_DFF_P_"
regArea_um2: 320
synth.top_cell.area_share: 0.425
std_cell_rows: 27
cp_num_cells: 6
slew_viol_final: 0
ys_seq_elements: 16
grt_start_max_net_pins: 10
fin_skew_ns: 0.00456
worst-path-buf-inv: 1
grt_pass1_wl_mm: 3.35
clkTransAtPathRegs_ns: 0.06
drt_iter0_markers: 70
cp_max_fo: 5
cts.sinks: 16
edf_count: 0
yosysMostFrequentCell: "dfxtp_1"
warnings: 25
overflow: 0
hold_class: "reg2reg"
wl_per_cell_um: 10.4
ctsRootBufferMaster: "clkbuf_8"
worstReg2RegEnd: "out[6]$_DFF_P_"
first_global_vias: 675
critPathKind: "in2reg"
finalSetupViolations: 0
slowest_delay_ns: 0.48
max-cap-violations: 0
crit_end: "temp[4]$_DFF_P_"
common_cells: "dfxtp_1 (16), o21ai_0 (9), nor2_1 (7), nand2_1 (6)"
io_buffers: 19
fill_cells: 605
drtPass1Iterations: 4
insertion_delay_ns: 0.25
cp_cell_sequence: "clkdlybuf4s50_1 > ha_2 > nand3_1 > xnor2_1 > nor2_1 > a221o_2"
drive_gt1_frac: 0.220
cts_tree: "yes"
yosysChipArea_um2: 754
p_per_area_nw_per_um2: 802
antenna_found_initial: 0
final_cell_area_um2: 1180
cp-end-kind: "flop"
die_width_um: 97
htreeDepth: 1
slowest_stage: "clkdlybuf4s50_1"
fp.coreArea_um2: 5640
p_leak_nw: 0.463
period_minus_slack_ns: 1.53
vias_per_cell: 3.85
topCellsByArea: "dfxtp_1 (42%), o21ai_0 (6.0%), nor2_1 (3.5%)"
cp.arrival_ns: 1.66
ys_seq_share: 0.425
==> logic make-up after synthesis <==
family | share of synthesized area
adder cells (fa/ha/maj) | 0.0166
multiplexers | 0.0133
XOR/XNOR | 0.0697
AND/OR/NAND/NOR | 0.191
AND-OR/OR-AND | 0.231
flip-flops | 0.425
buffers and inverters | 0.0547
==> flip-flops by register name, indices dropped and copies added (netlist names) <==
name	cells
out	8
temp	8
==> how the worst min path moves through the flow <==
stage / endpoint / slack (ns) / cells after the start
5_1_grt: out[2]$_DFF_P_ / 0.34 / 0
6_report: out[1]$_DFF_P_ / 0.33 / 0
4_1_cts: out[2]$_DFF_P_ / 0.33 / 0
==> routing by layer <==
| metal | vias to the layer above | GRT usage | wire length [um] |
|---|---|---|---|
| met5 | - | 0 | 0 |
| met4 | 0 | 0.0101 | 28 |
| met3 | 2 | 0.0122 | 211 |
| met2 | 31 | 0.0573 | 881 |
| met1 | 333 | 0.0571 | 862 |
| li1 | 366 | - | - |
==> timing repair <==
item                                    CTS  global route
gates resized                             0             1
hold buffers                              0             0
endpoints found under the setup margin    0             1
==> final cells by class <==
cell class	instances	share of cell area
multi-input combinational	60	0.334
sequential	16	0.271
clock buffer	4	0.0466
tap	72	0.0762
inverter	3	0.00952
timing repair buffer	35	0.262
==> through the flow <==
stage	setup WS, ns	util	instances	total power [W]	hold WS [ns]
finish	0.172	0.210	190	0.000948	0.325
global route	0.0565	0.210	190	0.00101	0.336
CTS	0.127	0.209	190	0.000968	0.327
detailed placement	-0.138	0.199	186	0.000629	0.312
global placement	-0.142	0.199	186	0.000631	0.312
floorplan	0.407	-	83	0.000506	0.310
==> cells in the final DEF (no fill, tap or decap), types with 3 or more instances in the layout <==
master,Yosys,final
nor2b_1,3,3
inv_1,3,3
nand2_1,6,6
a22oi_1,3,3
buf_4,2,16
dfxtp_1,16,16
nand3_1,3,3
clkdlybuf4s50_1,0,19
o21ai_0,9,9
xnor2_1,3,3
xor2_1,3,3
clkbuf_8,0,4
nor2_1,7,7
==> power by group <==
group / switching, W / internal [W]
logic: 0.0000741 / 0.000119
registers: 0.00000810 / 0.000417
clock network: 0.000124 / 0.000205
total: 0.000207 / 0.000741
Power figures rest on the tool's default switching activity, not on a simulated workload.
