--- design/flow/run.sh ---
#!/bin/bash
# OpenROAD 26Q1-2900-gdf79404cd8, Yosys 0.63+post, stock flow scripts
make -C /OpenROAD-flow-scripts/flow DESIGN_CONFIG=/design/flow/config.mk WORK_HOME=/design/flow/orfs finish
--- design/flow/config.mk ---
export PLATFORM = sky130hd
export DESIGN_NAME = wallace
export DESIGN_NICKNAME = wallace
export VERILOG_FILES = /design/flow/design.v
export SDC_FILE = /design/flow/constraint.sdc
export NUM_CORES = 4
export LEC_CHECK = 1
export CORE_UTILIZATION = 50
--- design/flow/constraint.sdc ---
current_design wallace

set clk_period 9.0
set clk_io_pct 0.2

create_clock -name clk0 -period $clk_period

set non_clock_inputs [all_inputs -no_clocks]
set_input_delay [expr $clk_period * $clk_io_pct] -clock clk0 $non_clock_inputs
set_output_delay [expr $clk_period * $clk_io_pct] -clock clk0 [all_outputs]
--- design/flow/design.v ---
module full_adder(A, B, Ci, S, Co);
input A,B, Ci;
output S, Co;
assign S = (A ^ B) ^ Ci;
assign Co = ((A ^ B) & Ci) | (A & B);
endmodule
module half_adder(A, B, S, Co);
input A,B;
output S, Co;
assign S = A^B;
assign Co = A&B;
endmodule
module wallace(IN1, IN2, OUT);
input [7:0] IN1, IN2;	 
output [15:0] OUT;
wire [15:0] PP0, PP1, PP2, PP3, PP4, PP5, PP6, PP7;			 
wire [15:0] PPA0, PPA1, PPA2, PPA3, PPA4, PPA5; 			 
wire [15:0] PPAS2_0, PPAS2_1, PPAS2_2, PPAS2_3;				 
wire [15:0] ROW0, ROW1, ROW2;						 
wire [15:0] PPAS4_0, PPAS4_1;						 
assign PPA0[15:10] = 1'b0;
assign PPA1[1:0] = 1'b0;
assign PPA1[15:10] = 1'b0;
assign PPA2[15:12] = 1'b0;
assign PPA2[2:0] = 1'b0;
assign PPA3[15:13] = 1'b0;
assign PPA3[4:0] = 1'b0;
assign PPAS2_0[15:11] = 1'b0;
assign PPAS2_1[15:13] = 1'b0;
assign PPAS2_1[2:0] = 1'b0;
assign PPAS2_2[15] = 1'b0;
assign PPAS2_2[4:0] = 1'b0;
assign PPAS2_3[15] = 1'b0;
assign PPAS2_3[6:0] = 1'b0;
assign ROW0[15:14] = 1'b0;
assign ROW1[15] = 1'b0;
assign ROW1[3:0] = 1'b0;
assign PPAS4_0[15] = 1'b0; 
assign PPAS4_1[4:0] = 1'b0; 
assign PP0 = IN1 * IN2[0];
assign PP1 = (IN1 * IN2[1]) << 1;
assign PP2 = (IN1 * IN2[2]) << 2;
assign PP3 = (IN1 * IN2[3]) << 3;
assign PP4 = (IN1 * IN2[4]) << 4;
assign PP5 = (IN1 * IN2[5]) << 5;
assign PP6 = (IN1 * IN2[6]) << 6;
assign PP7 = (IN1 * IN2[7]) << 7;
assign PPA0[0] = PP0[0];
half_adder S2R12C1(PP0[1], PP1[1], PPA0[1], PPA1[2]);
full_adder S2R12C2(PP0[2], PP1[2], PP2[2] ,PPA0[2], PPA1[3]);
full_adder S2R12C3(PP0[3], PP1[3], PP2[3] ,PPA0[3], PPA1[4]);
full_adder S2R12C4(PP0[4], PP1[4], PP2[4] ,PPA0[4], PPA1[5]);
full_adder S2R12C5(PP0[5], PP1[5], PP2[5] ,PPA0[5], PPA1[6]);
full_adder S2R12C6(PP0[6], PP1[6], PP2[6] ,PPA0[6], PPA1[7]);
full_adder S2R12C7(PP0[7], PP1[7], PP2[7] ,PPA0[7], PPA1[8]);
half_adder S2R12C8(PP1[8], PP2[8], PPA0[8], PPA1[9]);
assign PPA0[9] = PP2[9];
assign PPA2[3] = PP3[3];
half_adder S2R23C1(PP3[4], PP4[4], PPA2[4], PPA3[5]);
full_adder S2R23C2(PP3[5], PP4[5], PP5[5] ,PPA2[5], PPA3[6]);
full_adder S2R23C3(PP3[6], PP4[6], PP5[6] ,PPA2[6], PPA3[7]);
full_adder S2R23C4(PP3[7], PP4[7], PP5[7] ,PPA2[7], PPA3[8]);
full_adder S2R23C5(PP3[8], PP4[8], PP5[8] ,PPA2[8], PPA3[9]);
full_adder S2R23C6(PP3[9], PP4[9], PP5[9] ,PPA2[9], PPA3[10]);
full_adder S2R23C7(PP3[10], PP4[10], PP5[10] ,PPA2[10], PPA3[11]);
half_adder S2R23C8(PP4[11], PP5[11], PPA2[11], PPA3[12]);
assign PPA3[12] = PP5[12];
assign PPA4 = PP6;
assign PPA5 = PP7;
assign PPAS2_0[0] = PPA0[0];
assign PPAS2_0[1] = PPA0[1];
half_adder S22R12C1(PPA0[2], PPA1[2], PPAS2_0[2], PPAS2_1[3]);
full_adder S22R12C2(PPA0[3], PPA1[3], PPA2[3], PPAS2_0[3], PPAS2_1[4]);
full_adder S22R12C3(PPA0[4], PPA1[4], PPA2[4], PPAS2_0[4], PPAS2_1[5]);
full_adder S22R12C4(PPA0[5], PPA1[5], PPA2[5], PPAS2_0[5], PPAS2_1[6]);
full_adder S22R12C5(PPA0[6], PPA1[6], PPA2[6], PPAS2_0[6], PPAS2_1[7]);
full_adder S22R12C6(PPA0[7], PPA1[7], PPA2[7], PPAS2_0[7], PPAS2_1[8]);
full_adder S22R12C7(PPA0[8], PPA1[8], PPA2[8], PPAS2_0[8], PPAS2_1[9]);
full_adder S22R12C8(PPA0[9], PPA1[9], PPA2[9], PPAS2_0[9], PPAS2_1[10]);
assign PPAS2_0[10] = PPA2[10];
assign PPAS2_1[11] = PPA2[11];
assign PPAS2_1[12] = PPA2[12];
assign PPAS2_2[5] = PPA3[5];
half_adder S22R34C1(PPA3[6], PPA4[6], PPAS2_2[6], PPAS2_3[7]);
full_adder S22R34C2(PPA3[7], PPA4[7], PPA5[7], PPAS2_2[7], PPAS2_3[8]);
full_adder S22R34C3(PPA3[8], PPA4[8], PPA5[8], PPAS2_2[8], PPAS2_3[9]);
full_adder S22R34C4(PPA3[9], PPA4[9], PPA5[9], PPAS2_2[9], PPAS2_3[10]);
full_adder S22R34C5(PPA3[10], PPA4[10], PPA5[10], PPAS2_2[10], PPAS2_3[11]);
full_adder S22R34C6(PPA3[11], PPA4[11], PPA5[11], PPAS2_2[11], PPAS2_3[12]);
full_adder S22R34C7(PPA3[12], PPA4[12], PPA5[12], PPAS2_2[12], PPAS2_3[13]);
half_adder S22R34C8(PPA4[13], PPA5[13], PPAS2_2[13], PPAS2_3[14]);
assign PPAS2_2[14] = PPA5[14];
assign ROW0[0] = PPAS2_0[0];
assign ROW0[1] = PPAS2_0[1];
assign ROW0[2] = PPAS2_0[2];
half_adder step3_0(PPAS2_0[3], PPAS2_1[3], ROW0[3], ROW1[4]);
half_adder step3_1(PPAS2_0[4], PPAS2_1[4], ROW0[4], ROW1[5]);
full_adder step3_2(PPAS2_0[5], PPAS2_1[5], PPAS2_2[5], ROW0[5], ROW1[6]);
full_adder step3_3(PPAS2_0[6], PPAS2_1[6], PPAS2_2[6], ROW0[6], ROW1[7]);
full_adder step3_4(PPAS2_0[7], PPAS2_1[7], PPAS2_2[7], ROW0[7], ROW1[8]);
full_adder step3_5(PPAS2_0[8], PPAS2_1[8], PPAS2_2[8], ROW0[8], ROW1[9]);
full_adder step3_6(PPAS2_0[9], PPAS2_1[9], PPAS2_2[9], ROW0[9], ROW1[10]);
full_adder step3_7(PPAS2_0[10], PPAS2_1[10], PPAS2_2[10], ROW0[10], ROW1[11]);
half_adder step3_8(PPAS2_1[11], PPAS2_2[11], ROW0[11], ROW1[12]);
half_adder step3_9(PPAS2_1[12], PPAS2_2[12], ROW0[12], ROW1[13]);
assign ROW0[13] = PPAS2_2[13];
assign ROW1[14] = PPAS2_2[14];
assign ROW2 = PPAS2_3;
assign PPAS4_0[0] = ROW0[0];
assign PPAS4_0[1] = ROW0[1];
assign PPAS4_0[2] = ROW0[2];
assign PPAS4_0[3] = ROW0[3];
half_adder step4_0(ROW0[4], ROW1[4], PPAS4_0[4], PPAS4_1[5]);
half_adder step4_1(ROW0[5], ROW1[5], PPAS4_0[5], PPAS4_1[6]);
half_adder step4_2(ROW0[6], ROW1[6], PPAS4_0[6], PPAS4_1[7]);
full_adder step4_3(ROW0[7], ROW1[7], ROW2[7], PPAS4_0[7], PPAS4_1[8]);
full_adder step4_4(ROW0[8], ROW1[8], ROW2[8], PPAS4_0[8], PPAS4_1[9]);
full_adder step4_5(ROW0[9], ROW1[9], ROW2[9], PPAS4_0[9], PPAS4_1[10]);
full_adder step4_6(ROW0[10], ROW1[10], ROW2[10], PPAS4_0[10], PPAS4_1[11]);
full_adder step4_7(ROW0[11], ROW1[11], ROW2[11], PPAS4_0[11], PPAS4_1[12]);
full_adder step4_8(ROW0[12], ROW1[12], ROW2[12], PPAS4_0[12], PPAS4_1[13]);
full_adder step4_9(ROW0[13], ROW1[13], ROW2[13], PPAS4_0[13], PPAS4_1[14]);
half_adder step4_10(ROW1[14], ROW2[14], PPAS4_0[14], PPAS4_1[15]);
assign OUT = (PPAS4_0 + PPAS4_1);
endmodule
==> results_dict.tcl <==
# flow metrics
set metrics [dict create \
    globalplace.congestion 0.857 \
    post_detailed_route_drc_marker_count 0 \
    summed_area_of_non_filler_cells_in_the_final_layout_sq_um 2220 \
    clock_buffer_count 0 \
    fp_util_pct 54.0 \
    finalWirelength_um 3260 \
    worst-path-max-fanout 8 \
    cts_resized 0 \
    clock.fmax_mhz 123 \
    core_area_sq_um 3470 \
    netlist.area_leader.share_pct 40.6 \
    final_layout_fill_cell_count 297 \
    grt_setup_unrepaired "false" \
    timing.max_slew.rel_slack_pct 81.1 \
    setup_tns_ns 0 \
    vias_per_cell 5.04 \
    die_height_um 63.2 \
    worstSetupStartpointType "primary input" \
    crit_arrival_ns 6.33 \
    cp_data_required_time_ns 7.20 \
    post_synth.cell_area_avg_sq_um 8.91 \
    first_pass_iters 4 \
    globalRoute.totalOverflow 0 \
    core.rowCount 21 \
    layout.area.seq_sq_um 0 \
    post_cts_buffers 0 \
    drive_gt1_share_pct 2.52 \
    detail_route.wl_per_cell_um 11.5 \
    hold_class "in -> out" \
    fin_ws_ns 0.870 \
    ant_nets 0 \
    timing.hold.ws_ns 4.71 \
    period_needed_ns 8.13 \
    yosysChipArea_sq_um 1870 \
    post_route_clock_period_utilization_pct 90.3 \
    synth.cell_area_sq_um 1870 \
    total_leakage_power_nw 1.09 \
    ctsHoldBuffers 0 \
    tool_warnings 33 \
    ys_types 26 \
    synthTopCellsByArea "fa_1 41%, ha_1 17%, and2_1 12%" \
    lay_top_cells "38 x inv_1, 38 x fa_1, 37 x and2_1" \
    proportion_of_synthesized_chip_area_in_sequential_cells_pct 0 \
    chipArea_sq_um 3990 \
    io-pin-count 32 \
    seq_cells 0 \
    dpl.hpwl_um 2970 \
    grt_start_max_net_pins 9 \
    worstMarginPinSlew_ns 0.282 \
    number_of_antenna_diodes 0 \
    setup-violations-final 0 \
    number_of_antenna_violations_at_the_first_check_in_global_routing 0 \
    timing.setup.critical_path_class "in -> out" \
    final_hold_viol_count 0 \
    end_kind "primary output" \
    power_uw 405 \
    power_per_cell_area_nw_per_um2 183 \
    finalMaxSlewViolations 0 \
    detailed_place.area_sq_um 2220 \
    synthesis.yosys.warnings 1 \
    status "finished clean" \
    port_buffers 32 \
    drv_cap 0 \
    via_count_of_the_first_global_routing_pass 1377 \
    worst_ir_drop_vdd_mv 0.169 \
    num_vias 1431 \
    first_pass_grt_wire_length_um 5770 \
    largest_area_cell "fa_1" \
    yosys_cell_count 210 \
    synthCells 210 \
    die_width_um 63.2 \
    preCtsSetupSlack_ns 0.847 \
    detail_route.iter0.violations 32 \
    areaGrowthSynthToFinish_pct 18.6 \
    grt_usage_pct 18.8 \
]
[path summary, 6_finish.rpt]
| kind | startpoint | to | slack (ns) | cells after the start |
|---|---|---|---|---|
| max | IN1[2] | OUT[13] | 0.87 | 15 |
| min | IN2[0] | OUT[0] | 4.71 | 3 |
[through the flow]
stage | std cells | utilization [%]
after floorplan | 210 | -
after global placement | 284 | 64.0
after detailed placement | 284 | 64.0
after CTS | 284 | 64.0
after global routing | 284 | 64.0
final | 284 | 64.0
[where the power goes]
part           switching (mW)  internal (mW)  leakage [nW]
sequential                  0              0             0
clock                       0              0             0
combinational           0.174          0.232          1.09
[metal layers]
metal / up-vias / global-route usage [%] / routed length [um]
li1: 712 / - / -
met1: 688 / 30.0 / 1410
met2: 31 / 30.8 / 1700
met3: 0 / 2.57 / 149
met4: 0 / 0 / 0
met5: - / 0 / 0
[cell type report]
type	instances	area, sq um	area share (%)
well taps	46	57.6	2.59
multi-input cells	168	1700	76.6
repair buffers	32	320	14.4
inverters	38	143	6.43
[cell usage after synthesis (all sizes together), types with 2 or more instances]
cell type	number
o2111ai	2
inv	38
nand2	29
xnor2	7
o21ai	2
a31oi	2
a21oi	5
and2	37
fa	38
ha	25
nand3	7
buf	4
nor2	3
o211ai	2
xor2	2
[logic make-up after synthesis]
family / synth area share (%)
AOI/OAI and AO/OA: 6.95
xor gates and xnor gates: 4.21
and+or+nand+nor: 22.3
buffers and inverters: 9.22
adders and majority gates: 57.4
[worst max-delay path, stage by stage]
cell and delay, ns:
clkdlybuf4s50_1 0.53, and2_1 0.24, fa_1 0.53, inv_1 0.04, fa_1 0.46, fa_1 0.54, inv_1 0.04, ha_1 0.28
ha_1 0.23, fa_1 0.42, a21oi_2 0.19, o211ai_2 0.16, o41ai_2 0.25, xnor2_1 0.15, clkdlybuf4s50_1 0.47
No activity file was given, so power comes from the tool's default toggle rates.
