`run.sh`:
```
#!/bin/bash
# OpenROAD 26Q1-2900-gdf79404cd8, Yosys 0.63+post, stock flow scripts
make -C /OpenROAD-flow-scripts/flow DESIGN_CONFIG=/design/flow/config.mk WORK_HOME=/design/flow/orfs finish
```
`config.mk`:
```
export PLATFORM = sky130hd
export DESIGN_NAME = CLA_16bit
export DESIGN_NICKNAME = CLA_16bit
export VERILOG_FILES = /design/flow/design.v
export SDC_FILE = /design/flow/constraint.sdc
export NUM_CORES = 4
export LEC_CHECK = 1
export CORE_AREA = 10 10 79 79
export DIE_AREA = 0 0 89 89
```
`constraint.sdc`:
```
current_design CLA_16bit

set clk_period 8.2
set clk_io_pct 0.2

create_clock -name clk0 -period $clk_period

set non_clock_inputs [all_inputs -no_clocks]
set_input_delay [expr $clk_period * $clk_io_pct] -clock clk0 $non_clock_inputs
set_output_delay [expr $clk_period * $clk_io_pct] -clock clk0 [all_outputs]
```
`design.v`:
```
module CLA_16bit(A, B, cin, cout, out);
input [15:0] A;
input [15:0] B;
input cin;
output cout;
output [15:0] out;
wire c4, c8, c12, c16;
assign cout = c16;
CLA_4bit uut1(
.in1(A[3:0]), 
.in2(B[3:0]), 
.cin(cin), 
.cout(c4), 
.sum(out[3:0])
);
CLA_4bit uut2(
.in1(A[7:4]), 
.in2(B[7:4]), 
.cin(c4), 
.cout(c8), 
.sum(out[7:4])
);
CLA_4bit uut3(
.in1(A[11:8]), 
.in2(B[11:8]), 
.cin(c8), 
.cout(c12), 
.sum(out[11:8])
);
CLA_4bit uut4(
.in1(A[15:12]), 
.in2(B[15:12]), 
.cin(c12), 
.cout(c16), 
.sum(out[15:12])
);
endmodule
module CLA_4bit(in1, in2, cin, cout, sum);
input [3:0] in1;
input [3:0] in2;
input cin;
output cout;
output [3:0] sum;
wire [3:0] p,g, carry;
wire c4;
assign p = in1 ^ in2;  
assign g = in1 & in2;  
assign carry[0] = cin;
assign carry[1] = g[0] + (p[0] & carry[0]);
assign carry[2] = g[1] + (g[0] & p[1]) + (p[1] & p[0] & carry[0]);
assign carry[3] = g[2] + (g[1] & p[2]) + (g[0] & p[1] & p[2]) + (p[2] & p[1] & p[0] & carry[0]);				
assign c4 = g[3] + (g[2] & p[3]) + (g[1] & p[2] & p[3]) + (g[0] & p[1] & p[2] & p[3]) + (p[3] & p[2] & p[1] & p[0] & carry[0]);	 
assign sum = p ^ carry;	 
assign cout = c4;  	 
endmodule
```
==> results_dict.tcl <==
# place-and-route summary
set metrics [dict create \
    gr-total-overflow 0 \
    whs_ps 4350 \
    yosysSeqAreaShare 0 \
    combGateArea_um2 961 \
    fillers 478 \
    logic_family "adder cells" \
    use_met1 0.0741 \
    finalCriticalPeriod_ps 6990 \
    core_area_um2 4660 \
    seq_cells 0 \
    syn2layout_area_growth_pct 55.9 \
    netlist_area_um2 1000 \
    grt_max_degree 9 \
    stdcell_area_um2 1560 \
    total_leakage_power_nw 0.641 \
    antenna_left 0 \
    antenna_found_initial 0 \
    worstSetupPathType "in -> out" \
    layout_top_cells "clkdlybuf4s50_1 (50), xnor2_1 (18), ha_1 (16)" \
    setup_viol_count_final 0 \
    flop_area_um2 0 \
    core_util_floorplan 0.215 \
    wl_um 2430 \
    cts_resized 0 \
    grt_pass1_wl_um 4070 \
    postCtsHoldBufs 0 \
    min-delay-start "B[15]" \
    rsz0062_at_grt "false" \
    synth_cell_types 35 \
    path_max_fanout 6 \
    drc 0 \
    hold_viol_final 0 \
    yosys-stat-cells 125 \
    synthAoiAreaFrac 0.142 \
    tns_ps 0 \
    grt.met3_usage 0.0275 \
    worstSetupEndpointType "output port" \
    hold_class "in -> out" \
    placementRows 25 \
    fin_util 0.335 \
    drive_gt1_frac 0.0347 \
    via_per_inst 4.37 \
    die_area_um2 7920 \
    fmax_mhz 143 \
    ys_area_um2 1000 \
    hold_end "cout" \
    die_w_um 89 \
    cts_setup_buffers 0 \
    area_leaders "ha_1 (20%), xnor2_1 (16%), xor2_1 (7.9%)" \
    busiest_layer "met2" \
    portBuffers 50 \
    vias 993 \
    wl_per_cell_um 10.7 \
    dieHeight_um 89 \
    outcome "completed" \
    top_area_cell "ha_1" \
    vdd_drop_max_mv 0.0250 \
    p_total_w 0.000121 \
    yosys.area.top_type_share 0.200 \
    ys_sh_mux 0.0712 \
    avgSynthCellArea_um2 8.02 \
    first_iter_violations 8 \
    yosysWarnings 0 \
    maxSlewViolCount 0 \
    post_synth_inst_count 125 \
    worst_slew_pin_slew_ps 337 \
    grtUsageTotal 0.0596 \
    placed_cell_area_um2 1560 \
    grt_pass1_vias 978 \
    timing.slew.headroom 0.769 \
    xor_share 0.236 \
    tool_warnings 32 \
    use_met2 0.0984 \
    p_per_area_nw_per_um2 77.2 \
    hold_depth 4 \
    critPathRequiredTime_ps 6560 \
    antenna_cells 0 \
    arrival_ps 5350 \
    dp_hpwl_um 2240 \
    synth-simple-area-share 0.250 \
    clockBufferCount 0 \
    crit_path_start_kind "primary input" \
    final.period_utilization 0.853 \
    mostFrequentLayoutCell "clkdlybuf4s50_1" \
    maxCapViolCount 0 \
    ios 50 \
    gp_congestion 0.789 \
    first_pass_iters 4 \
    adder_share 0.260 \
]
==> cell usage after synthesis <==
master and instances:
a21boi_1 2, and3b_1 6, o2111ai_1 2, nand3b_1 4, inv_1 9, a21o_1 1, fa_1 3, a21boi_0 4
mux2_4 1, nand3_1 7, nor2b_1 2, o21ai_1 2, nand2b_1 2, nor4_1 1, a311oi_1 1, and2_1 2
nand4b_1 1, clkbuf_1 1, nand4_1 1, a21oi_2 1, nor2_1 6, and3_1 1, xnor2_1 18, or3b_1 1
a21bo_2 2, or3_1 1, mux2i_1 2, o21ai_0 2, buf_1 1, mux2i_4 1, nand2_1 8, a21oi_1 3
xor2_1 9, ha_1 16, mux2i_2 1
==> layout make-up <==
| type | instances | share of cell area |
|---|---|---|
| inverters | 9 | 0.0216 |
| multi-input cells | 114 | 0.615 |
| well taps | 54 | 0.0432 |
| repair buffers | 50 | 0.320 |
==> stage by stage <==
| stage | worst slack [ps] | cells |
|---|---|---|
| floorplan | 2340 | 125 |
| detailed placement | 1200 | 227 |
| global route | 935 | 227 |
| global placement | 1230 | 227 |
| finish | 1210 | 227 |
| CTS | 1180 | 227 |
==> power by group <==
group	switching, W	leakage, nW	total, W	internal, W
Combinational	0.0000424	0.641	0.000121	0.0000782
Sequential	0	0	0	0
Clock	0	0	0	0
Total	0.0000424	0.641	0.000121	0.0000782
==> cells by family after synthesis <==
| kind of cell | after synthesis |
|---|---|
| AND/OR/NAND/NOR | 43 |
| XOR/XNOR | 27 |
| AND-OR/OR-AND | 20 |
| adder cells (fa/ha/maj) | 19 |
| buffers and inverters | 11 |
| multiplexers | 5 |
==> worst max path at each step <==
stage | to | startpoint | slack, ps | cells past startpoint
6_report | out[15] | A[2] | 1210 | 12
5_1_grt | out[15] | A[2] | 940 | 12
4_1_cts | out[15] | A[2] | 1180 | 12
==> critical path, cell delays in order <==
cell and delay (ps):
clkdlybuf4s50_1 400, ha_1 350, and3b_1 210, or3b_1 360
mux2i_2 230, mux2i_1 340, mux2_4 360, mux2i_4 260
mux2i_1 380, nor2_1 90, a311oi_1 220, clkdlybuf4s50_1 510
==> metal layers <==
layer,wire [um],vias to the layer above
met5,0,-
met4,0,0
met3,317,0
li1,-,536
met2,1060,29
met1,1050,428
Power figures rest on the tool's default switching activity, not on a simulated workload.
